### run.sh
#!/bin/bash
# OpenROAD 26Q1-2900-gdf79404cd8, Yosys 0.63+post, stock flow scripts
make -C /OpenROAD-flow-scripts/flow DESIGN_CONFIG=/design/flow/config.mk WORK_HOME=/design/flow/orfs finish
### config.mk
export PLATFORM = sky130hd
export DESIGN_NAME = decoder
export DESIGN_NICKNAME = decoder
export VERILOG_FILES = /design/flow/design.v
export SDC_FILE = /design/flow/constraint.sdc
export NUM_CORES = 4
export LEC_CHECK = 1
export CORE_AREA = 10 10 70 70
export DIE_AREA = 0 0 80 80
### constraint.sdc
current_design decoder

set clk_period 2.0
set clk_io_pct 0.2

create_clock -name clk0 -period $clk_period

set non_clock_inputs [all_inputs -no_clocks]
set_input_delay [expr $clk_period * $clk_io_pct] -clock clk0 $non_clock_inputs
set_output_delay [expr $clk_period * $clk_io_pct] -clock clk0 [all_outputs]
### design.v
module decoder(units_sec, tens_sec, minutes, units_sec_segments, tens_sec_segments, minutes_segments);
  input wire [3:0] units_sec, tens_sec, minutes;
  output wire [6:0] units_sec_segments, tens_sec_segments, minutes_segments;
  assign units_sec_segments = (units_sec == 4'b0000) ? 7'b1111110:  
                              (units_sec == 4'b0001) ? 7'b0110000:  
                              (units_sec == 4'b0010) ? 7'b1101101:  
                              (units_sec == 4'b0011) ? 7'b1111001:  
                              (units_sec == 4'b0100) ? 7'b0110011:  
                              (units_sec == 4'b0101) ? 7'b1011011:  
                              (units_sec == 4'b0110) ? 7'b1011111:  
                              (units_sec == 4'b0111) ? 7'b1110000:  
                              (units_sec == 4'b1000) ? 7'b1111111:  
                              (units_sec == 4'b1001) ? 7'b1110011:  
                              8'bXXXX_XXXX;
  assign tens_sec_segments = (tens_sec == 4'b0000) ? 7'b1111110:  
                             (tens_sec == 4'b0001) ? 7'b0110000:  
                             (tens_sec == 4'b0010) ? 7'b1101101:  
                             (tens_sec == 4'b0011) ? 7'b1111001:  
                             (tens_sec == 4'b0100) ? 7'b0110011:  
                             (tens_sec == 4'b0101) ? 7'b1011011:  
                             (tens_sec == 4'b0110) ? 7'b1011111:  
                             (tens_sec == 4'b0111) ? 7'b1110000:  
                             (tens_sec == 4'b1000) ? 7'b1111111:  
                             (tens_sec == 4'b1001) ? 7'b1110011:  
                             8'bXXXX_XXXX;
  assign minutes_segments = (minutes == 4'b0000) ? 7'b1111110:  
                            (minutes == 4'b0001) ? 7'b0110000:  
                            (minutes == 4'b0010) ? 7'b1101101:  
                            (minutes == 4'b0011) ? 7'b1111001:  
                            (minutes == 4'b0100) ? 7'b0110011:  
                            (minutes == 4'b0101) ? 7'b1011011:  
                            (minutes == 4'b0110) ? 7'b1011111:  
                            (minutes == 4'b0111) ? 7'b1110000:  
                            (minutes == 4'b1000) ? 7'b1111111:  
                            (minutes == 4'b1001) ? 7'b1110011:  
                            8'bXXXX_XXXX;
endmodule
==> results.txt <==
flow finished, numbers: first-pass GRT wire length 2030 um, CP required 1.60 ns, Log Warnings 32, total power 143 uW, Mapped Avg Cell Area 7.36 sq um, Top Layout Cells clkdlybuf4s50_1, buf_4, or3_1, buf_2, maxcap violations 0, all-layer global routing usage 3.63%, Vias/cell 3.72, GRT Residual Overflow 0, Sw Pwr 49.7 uW, GPL Wtd Cong 0.749, Max-slew headroom 86.4%, largest net degree at the start of global routing 9, Slowest cell on crit path or4b_4, Setup Crit Path Kind input port to output port, Yosys chip area 368 sq um, critical path's largest stage delay 0.50 ns, sequential power share 0%, Max Slew Vio Count 0, Routed WL 1310 um, Hold Violations, Final 0, Worst Setup Start Kind input port, # IOs 33, outcome finished clean, Antenna Nets Post-Route 0, Comb power frac 100.0%, seq_cells 0, minimum clock period 1.97 ns, Seq/Total Area, Yosys 0%, unrepaired setup endpoints after global routing false, ys cells 50, area delta synth->final 112%, Detailed Place HPWL 1140 um, CP Cell Sequence dlygate4sd2_1, or4b_4, clkdlybuf4s50_1, Final Cell Area 781 sq um, fmax 508 MHz, CP arrival 1.57 ns, drt wl/cell 9.74 um, Fillers 389, Pint 93.6 uW, Final setup viols 0, Post-DP Area 788 sq um, Core Box Area 3420 sq um, Cell Type Count 22, Post-CTS Setup Bufs 0, nature of the critical path endpoint output port, via count 499, clk_buf instances 0, peak supply drop 0.0558 mV, Mapped Area 368 sq um, Crit Path Max Fanout 2, detailed-route DRC error count 0, Mapped Cells 50, initial antenna violation count 0, crit share post-route 98.4%, vias in the first global route 445, slew of the pin with the lowest slew margin 0.203 ns, Port Buffers 33, leak pwr 0.313 nW, Ant. Diodes 0, die width 80 um, proportion of layout cells with a drive suffix above 1 29.5%, die area 6400 sq um, fp_density 10.8%, Site Rows 21, class of the worst hold path input port to output port, DR iter-0 viols 3, Cell Pwr Density 184 nW/um^2, height of the chip 80 um, Net Sw Frac 34.7%, Logic area 330 sq um, Reg area 0 sq um, Clk network pwr share 0%, drt first pass iters 4, Ys Warns 0, Commonest Layout Cell clkdlybuf4s50_1
-- layout make-up --
cell class,count,area share (%)
inverters,2,0.962
multi-input cells,43,42.3
well taps,46,7.37
repair buffers,43,49.4
-- worst max-delay path, delay by kind of cell --
kind	cells	cell delay (ns)
buffers and inverters	2	0.67
and+or+nand+nor	1	0.50
-- what timing repair did --
item,in CTS,in global routing
endpoints found under the hold margin,0,0
pin swaps,1,3
hold buffers,0,0
gates resized,39,12
endpoints found under the setup margin,21,11
-- per-stage QoR --
step | hold slack (ns) | utilization (%) | worst slack, ns | instances | setup TNS (ns)
2_1_floorplan | 0.830 | - | 0.595 | 50 | 0
3_3_place_gp | 1.85 | 23.1 | -0.357 | 134 | -5.51
3_5_place_dp | 1.86 | 23.1 | -0.377 | 134 | -5.85
4_1_cts | 1.44 | 22.9 | 0.00209 | 134 | 0
5_1_grt | 1.18 | 22.9 | 0.0108 | 134 | 0
6_report | 1.14 | 22.9 | 0.0328 | 134 | 0
-- synth_stat cells, drive strengths merged --
library cell | count | area, sq um
xor2 | 3 | 26.3
clkbuf | 1 | 5.00
o21bai | 1 | 7.51
a211oi | 3 | 27.5
nor2b | 1 | 8.76
buf | 4 | 37.5
nand3b | 1 | 7.51
a211o | 2 | 17.5
nor2 | 2 | 7.51
nand2b | 5 | 31.3
a21boi | 1 | 7.51
nand3 | 1 | 5.00
nand2 | 2 | 7.51
xnor2 | 5 | 43.8
a21o | 1 | 7.51
maj3 | 2 | 20.0
o21ai | 3 | 15.0
or4b | 2 | 27.5
or3 | 8 | 50.1
inv | 2 | 7.51
-- per-layer routing --
layer | share of wire, % | track usage, % | vias to the layer above
li1 | - | - | 253
met1 | 41 | 4.42 | 228
met2 | 48 | 6.26 | 18
met3 | 11 | 1.36 | 0
met4 | 0 | 0 | 0
met5 | 0 | 0 | -
-- logic make-up after synthesis --
group	count (synthesis)	share of synthesized area, %
buf+inv	7	13.6
compound gates	11	22.4
simple gates	22	39.5
fa+ha+maj	2	5.44
xor+xnor	8	19.0
-- power groups by stage --
stage	logic (mW)	registers [mW]	clock network (mW)
CTS	0.147	0	0
global route	0.159	0	0
finish	0.143	0	0
-- path summary, 6_finish.rpt --
check	cells past startpoint	slack (ns)	end	start
worst min-delay path	3	1.14	minutes_segments[6]	minutes[1]
worst max-delay path	3	0.03	tens_sec_segments[4]	tens_sec[3]
Power figures rest on the tool's default switching activity, not on a simulated workload.
